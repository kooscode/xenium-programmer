===== constraint.sdc =====
current_design xeniumflash

set clk_period 3.8
set clk_io_pct 0.2

create_clock -name clk0 -period $clk_period [get_ports {bitbus_clk}]

set non_clock_inputs [all_inputs -no_clocks]
set_input_delay [expr $clk_period * $clk_io_pct] -clock clk0 $non_clock_inputs
set_output_delay [expr $clk_period * $clk_io_pct] -clock clk0 [all_outputs]

===== design.v =====
module xeniumflash(
			output reg [2:0] led,
			inout	[3:0]	bitbus_data,
			input 			bitbus_clk,
			input 			bitbus_mode,
			output	[20:0]	flash_addr,
			inout		[7:0] 	flash_data,
			output reg flash_oe,
			output reg flash_we
			);
	reg [4:0] flash_state;
	reg [3:0] bitbus_data_d;
	reg bitbus_mode_q;
	reg [20:0] flash_addr_d;
	reg [7:0] flash_data_d;
	initial begin
		flash_state = 5'b0;		
		led = 3'b001;  
		flash_addr_d = 21'b0;
		flash_data_d = 8'b0;
		flash_oe = 1'b1;
		flash_we = 1'b1;
		bitbus_data_d = 4'b0;
		bitbus_mode_q = 1'b0;
	end
	assign flash_addr = flash_addr_d;
	assign flash_data[7:0] = (flash_we == 0) ? flash_data_d[7:0] : 8'bZ;
	assign bitbus_data = (flash_oe == 0) ? bitbus_data_d[3:0] : 4'bZ;
	always @(posedge bitbus_clk)
	begin
		if (bitbus_mode_q != bitbus_mode)
		begin
			flash_state <= 0;
			led <= 3'b001; 
			bitbus_mode_q <= bitbus_mode;	
			flash_oe <= 1;
			flash_we <= 1;
		end		
		else 
		begin			
			led[0] <= 0;
			led[1] <= bitbus_mode;
			led[2] <= ~bitbus_mode;			
			case (flash_state)		
				0: begin
					flash_addr_d[3:0] <= bitbus_data[3:0];
					flash_state <= 1;
				end
				1: begin
					flash_addr_d[7:4] <= bitbus_data[3:0];
					flash_state <= 2;
				end				
				2: begin
					flash_addr_d[11:8] <= bitbus_data[3:0];
					flash_state <= 3;
				end				
				3: begin
					flash_addr_d[15:12] <= bitbus_data[3:0];
					flash_state <= 4;
				end				
				4: begin
					flash_addr_d[19:16] <= bitbus_data[3:0];
					flash_state <= 5;
				end				
				5: begin
					flash_addr_d[20] <= bitbus_data[0];
					flash_state <= 6;
				end				
				6: begin
					flash_we <= bitbus_mode; 
					flash_oe <= ~bitbus_mode;					
					flash_state <= 7;
				end
				7: begin
					if (bitbus_mode==0)
						flash_data_d[3:0] <= bitbus_data[3:0];  
					else
						bitbus_data_d[3:0] <= flash_data[3:0];  
					flash_state <= 8;
				end
				8: begin
					if (bitbus_mode==0) 
						flash_data_d[7:4] <= bitbus_data[3:0];  
					else 
						bitbus_data_d[3:0] <= flash_data[7:4];  
					flash_state <= 9;
				end
				9: begin					
					flash_oe <= 1;
					flash_we <= 1;
					flash_state <= 0;
				end		
				endcase							
		end  
	end  
endmodule

===== config.mk =====
export PLATFORM = sky130hd
export DESIGN_NAME = xeniumflash
export DESIGN_NICKNAME = xeniumflash
export VERILOG_FILES = /design/flow/design.v
export SDC_FILE = /design/flow/constraint.sdc
export NUM_CORES = 4
export LEC_CHECK = 1
export CORE_AREA = 10 10 104 104
export DIE_AREA = 0 0 114 114

===== run.sh =====
#!/bin/bash
# OpenROAD 26Q1-2900-gdf79404cd8, Yosys 0.63+post, stock flow scripts
make -C /OpenROAD-flow-scripts/flow DESIGN_CONFIG=/design/flow/config.mk WORK_HOME=/design/flow/orfs finish

==> run summary <==
mux cell area share after synthesis - 3.859%
TritonCTS Sinks - 43
post-synthesis cell type count - 31
basic-gate share of the synthesized area counting and, or, nand and nor cells - 9.486%
sequential-to-total area share from yosys stat - 77.17%
xor/xnor share of the synthesized area - 1.688%
yosys stat chip area - 1556 sq um
FP Rows - 34
I/O Buffers - 27
most area-consuming cells after synthesis - edfxtp_1, dfxtp_1, mux2_4
share of async-settable or async-resettable flops after synthesis - 0%
CTS max path bufs - 2
width of the die - 114 microns
Setup WS pre-CTS - 0.8841 ns
Setup Fix Bufs, Post-CTS - 0
Dominant comb cell - simple AND/OR/NAND/NOR gates
area fraction of the dominant cell type after synthesis - 65.59%
Die Ht - 114 microns
area leader, netlist - edfxtp_1
initial standard-cell utilization of the core - 17.94%
first error - [error] [KeplerFormal.cpp:679] Workflow failed: Iso has multiple drivers: .flash_data0, flash_data[0]$_DFFE_PP_.Q0
cells after synthesis - 97
Post-Synth AOI/OAI Area - 3.537%
result of the run - stopped before the end
final HPWL from detailed placement - 2610 microns
#FFs+latches synth - 43
Post-Synthesis Mean Instance Area - 16.05 sq um
number of synthesized flops with an enable pin - 34
cell total after placement - 227
total clock buffers created by CTS - 5
number of placed I/O pins - 40
Halt Stage - clock tree synthesis
yosys warning tally - 3
placed cell areas - 1927 sq um
area fraction in full adders, half adders and majority gates - 0.8039%
post-cts hold-fix buffer tally - 0
root buffer selected by CTS - clkbuf_8
Resize count post-CTS - 0
number of H-tree levels - 2
ys flop type - edfxtp_1
post-synth design cell area - 1556 sq um
final RePlAce weighted congestion - 0.7562
cell count listed in synth_stat.txt - 97
cell usage after synthesis, types with 2 or more instances:
cell type and instances:
buf_4 3, o21ai_0 3, dfxtp_1 9, nand2_1 3, mux2_4 4, inv_1 3
a31oi_1 2, and2_1 2, nor2_1 11, xnor2_1 2, nor4_1 2, edfxtp_1 34
cell families after synthesis:
family | count (synthesis)
buf+inv | 9
mux | 4
xor+xnor | 3
fa+ha+maj | 1
simple gates | 28
flops | 43
compound gates | 9
